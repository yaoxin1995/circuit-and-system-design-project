==> design/flow/design.v <==
module Cov_Controllogic(
           state, ready, ram_rd_en, ram_wr_en, 
           EN_ALU, EN_DIV,
		   EN_m, EN_n, EN_i, EN_temp,
		   MX_A, MX_B, MX_EAB, MX_EDB,
		   SET_S1, SET_Z1, SUB1);
	parameter IDLE = 5'b00000;
	parameter INIT1 = 5'b00001;
	parameter INIT2 = 5'b00010;
	parameter INIT3 = 5'b00011;
	parameter INIT4 = 5'b00100;
	parameter CHECK1 = 5'b00101;
	parameter CHECK2 = 5'b00110;
	parameter CHECK3 = 5'b00111;		
	parameter CHECK4 = 5'b01000;		
	parameter CHECK5 = 5'b01001;		
	parameter CHECK6 = 5'b01010;
	parameter CHECK7 = 5'b01011;
	parameter CHECK8 = 5'b01100;
	parameter EXCHANGE1 = 5'b01101;		
	parameter EXCHANGE2 = 5'b01110;		
	parameter EXCHANGE3 = 5'b01111;
	parameter PRELOOP1 = 5'b10000;		
	parameter PRELOOP2 = 5'b10001;
	parameter LOOP1 = 5'b10010;
	parameter LOOP2 = 5'b10011;
        parameter LOOP3 = 5'b10100;
        parameter LOOP4 = 5'b10101;
        parameter LOOP5 = 5'b10110;
        parameter LOOP6 = 5'b10111;
        parameter LOOP7 = 5'b11000;
        parameter LOOP8 = 5'b11001;
        parameter LOOP9 = 5'b11010;
        parameter LOOP10 = 5'b11011;
        parameter LOOP11 = 5'b11100;
        parameter END1 = 5'b11101;
        parameter END2 = 5'b11110;
	input [4:0] state;
	output ready;
	output ram_rd_en;
	output ram_wr_en;
        output EN_ALU;
        output EN_DIV;
        output EN_m;
        output EN_n;
        output EN_i;
        output EN_temp;
        output [2:0] MX_A; 
        output [1:0] MX_B; 
        output [1:0] MX_EAB; 
        output MX_EDB; 
        output SET_S1;
        output SET_Z1;  
        output SUB1; 
	reg ready;
	reg ram_rd_en;
	reg ram_wr_en;
	reg EN_ALU;
        reg EN_DIV;
        reg EN_m;
        reg EN_n;
        reg EN_i;
        reg EN_temp;
        reg [2:0] MX_A;
        reg [1:0] MX_B;
        reg [1:0] MX_EAB;
        reg MX_EDB;
        reg SET_S1;
        reg SET_Z1;
        reg SUB1;
	always @ (state)
		begin
			ready = 1'b0;
			ram_rd_en = 1'b0;
			ram_wr_en = 1'b0;
                        EN_ALU = 1'b0;
                        EN_DIV = 1'b0;
                        EN_m = 1'b0;
                        EN_n = 1'b0;
                        EN_i = 1'b0;
                        EN_temp = 1'b0;
                        MX_A = 3'b000; 
                        MX_B = 2'b00;
                        MX_EAB = 2'b00;
                        MX_EDB = 1'b0;
			SET_S1 = 1'b0; 
			SET_Z1 = 1'b0; 
			SUB1 = 1'b0; 
		case (state)
			IDLE: begin
				ready = 1'b1;	 
				end
			INIT1: begin
				MX_EAB = 2'b00;	 
				ram_rd_en = 1'b1;	 
				end
			INIT2: begin
				MX_A = 3'b110;	 
				EN_m = 1'b1;	 
				end
			INIT3: begin
                                MX_EAB = 2'b01;       
                                ram_rd_en = 1'b1;	 
                                MX_A = 3'b000;   
                                MX_B = 2'b00;    
                                EN_ALU = 1'b1;   
                                SUB1 = 1'b1;     
                                SET_S1 = 1'b1;  
			        end
			INIT4: begin
                                MX_A = 3'b110;	 
                                EN_n = 1'b1;   
                                end
			CHECK1: begin
                                MX_A = 3'b001;  
                                MX_B = 2'b00;  
                                EN_ALU = 1'b1;   
                                SUB1 = 1'b1;     
                                SET_S1 = 1'b1;  
				end
                        CHECK2: begin
                                end
			CHECK3: begin
                                MX_A = 3'b001;  
                                MX_B = 2'b00;  
                                EN_ALU = 1'b1;   
                                SUB1 = 1'b1;     
                                SET_Z1 = 1'b1;  
			        end
                        CHECK4: begin
                                end
                        CHECK5: begin
                                MX_A = 3'b000;  
                                MX_B = 2'b00;  
                                EN_ALU = 1'b1;   
                                SUB1 = 1'b1;     
                                SET_Z1 = 1'b1;  
                                end
                        CHECK6: begin
                                end   
                        CHECK7: begin
                                MX_A = 3'b000;  
                                MX_B = 2'b11;  
                                EN_ALU = 1'b1;   
                                SUB1 = 1'b1;     
                                SET_S1 = 1'b1;  
                                end 
                        CHECK8: begin
                                end
                        EXCHANGE1: begin
                                MX_A = 3'b000;  
                                EN_temp = 1'b1;  
                                end
                        EXCHANGE2: begin
                                MX_A = 3'b001;  
                                EN_m = 1'b1;  
                                end
                        EXCHANGE3: begin
                                MX_A = 3'b011;  
                                EN_n = 1'b1;  
                                end  
                        PRELOOP1: begin
                                MX_A = 3'b000;  
                                MX_B = 2'B01;  
                                EN_ALU = 1'b1;   
                                SUB1 = 1'b1;     
                                end
                        PRELOOP2: begin
                                MX_A = 3'b100;  
                                EN_i = 1'b1;  
                                end 
                        LOOP1: begin
                                MX_A = 3'b010;  
                                MX_B = 2'b01;  
                                EN_ALU = 1'b1;   
                                end
                        LOOP2: begin
                                MX_A = 3'b100;  
                                EN_i = 1'b1;  
                                MX_B = 2'b10;  
                                EN_DIV = 1'b1;  
                                end
                        LOOP3: begin
				EN_DIV = 1'b1;  
                                end
                        LOOP4: begin
				EN_DIV = 1'b1;  
                                end
                        LOOP5: begin
                                MX_A = 3'b101;  
                                MX_B = 2'b00;  
                                EN_ALU = 1'b1;   
                                SUB1 = 1'b1;     
                                SET_Z1 = 1'b1;  
                                end
                        LOOP6: begin
                                end
                        LOOP7: begin
                                MX_A = 3'b010;  
                                MX_B = 2'b11;  
                                EN_DIV = 1'b1;  
                                end
                        LOOP8: begin
				EN_DIV = 1'b1;  
                                end
                        LOOP9: begin
				EN_DIV = 1'b1;  
                                end
                        LOOP10: begin
                                MX_A = 3'b101;  
                                MX_B = 2'b00;  
                                EN_ALU = 1'b1;   
                                SUB1 = 1'b1;     
                                SET_Z1 = 1'b1;  
                                end
                        LOOP11: begin
                                end
                        END1: begin
                                MX_EAB = 2'b10;  
                                MX_EDB = 1'b1;  
                                ram_wr_en = 1'b1;	 
                                end
                        END2: begin
                                MX_EAB = 2'b10;  
                                MX_EDB = 1'b0;  
                                ram_wr_en = 1'b1;	 
                                end
		endcase
	end
endmodule
==> design/flow/run.sh <==
#!/bin/bash
# OpenROAD 26Q1-2900-gdf79404cd8, Yosys 0.63+post, stock flow scripts
make -C /OpenROAD-flow-scripts/flow DESIGN_CONFIG=/design/flow/config.mk WORK_HOME=/design/flow/orfs finish
==> design/flow/config.mk <==
export PLATFORM = sky130hd
export DESIGN_NAME = Cov_Controllogic
export DESIGN_NICKNAME = Cov_Controllogic
export VERILOG_FILES = /design/flow/design.v
export SDC_FILE = /design/flow/constraint.sdc
export NUM_CORES = 4
export LEC_CHECK = 1
export CORE_AREA = 10 10 70 70
export DIE_AREA = 0 0 80 80
export SYNTH_HDL_FRONTEND = slang
==> design/flow/constraint.sdc <==
current_design Cov_Controllogic

set clk_period 2.6
set clk_io_pct 0.2

create_clock -name clk0 -period $clk_period

set non_clock_inputs [all_inputs -no_clocks]
set_input_delay [expr $clk_period * $clk_io_pct] -clock clk0 $non_clock_inputs
set_output_delay [expr $clk_period * $clk_io_pct] -clock clk0 [all_outputs]
==> out/results.tsv <==
stage	metric	value	unit
drt	remaining antenna violation count after routing	0	
layout	share of layout cells above drive strength 1	34.2	%
synth	syn avg cell area	6.74	um2
critical_path	critical path capture point type	output port	
synth	post-synthesis cell count	70	
final_timing	unrepaired setup endpoints after global routing	no	
placement	final estimated routing congestion in global placement	0.830	
drt	final wirelength	1900	um
floorplanning	Cell Rows	21	
layout	number of sequential cells in the layout	0	
final_timing	Max Freq	0.400	GHz
critical_path	arrival time of data at the critical path endpoint	1.98	ns
global_routing	antenna violations before repair	0	
floorplanning	# IOs	25	
critical_path	Max Fanout on Critical Path	9	
drt	first-pass iteration count of the detailed router	4	
drt	ant diodes	0	
floorplanning	DIE WIDTH	80	um
synth	unique cell type count in the Yosys netlist	27	
pwr	leakage power summed over all cells	0.403	nW
critical_path	required time at the worst-slack endpoint	2.08	ns
final_timing	final count of pins violating max slew	0	
synth	post-synthesis cell count from yosys	70	
floorplanning	chip area	6400	um2
layout	MI comb area	429	um2
drt	via count of the routed design	657	
hold_path	sink of the worst hold path	MX_B[1]	
pwr	Power per Cell Area	140	nW/um2
floorplanning	die y size	80	um
layout	synth-to-layout area growth	99.2	%
floorplanning	CORE AREA	3420	um2
final_timing	total of endpoints with negative setup slack in the final report	0	
placement	DP Wirelength	1420	um
layout	core occupancy in the finished layout	27.5	%
pwr	peak ir drop on the vdd network	0.0000531	V
final_timing	worst slew margin relative to its limit	84.3	%
hold_path	instance count along the most critical hold path	4	
placement	dpl cell area	883	um2
layout	total area of sequential cells	0	um2
layout	most used cells in the layout excluding fill and tap cells	buf_4 (22), clkdlybuf4s50_1 (17), nand2b_1 (7), dlygate4sd2_1 (7)	
final_timing	Final Hold Violating Endpoints	0	
final_timing	final critical-path share of the clock period	96.0	%
synth	post-synthesis cell area	472	um2
layout	post-layout instance area	940	um2
clock_network	count of hold buffers inserted by post-cts repair	0	
layout	commonest non-fill, non-tap cell in the layout	buf_4	
run	number of warning messages in the logs	32	
drt	number of violations reported at the end of detailed-routing iteration 0	32	
layout	filler instances	374	
synth	Ys Warns	0	
global_routing	largest net degree at the start of global routing	10	
hold_path	start point of the worst hold path	state[2]	
floorplanning	Starting Density	13.8	%
global_routing	GRT Util Overall	5.68	%
run	maxcap violations	0	
final_timing	setup TNS	0	ns
global_routing	first-pass GRT wire length	3070	um
drt	total DRC errors in the routed layout	0	
synth	yosys stat chip area	472	um2
final_timing	worst slack on hold paths	1.62	ns
synth	post-synthesis sequential area ratio	0	%
hold_path	type of the most critical hold path	input port to output port	
final_timing	clock period minus final worst setup slack	2.50	ns
drt	mean routed wirelength per cell	11.9	um
global_routing	number of global-route vias before repair	643	
pwr	overall power	131	uW
drt	vias per cell	4.11	
critical_path	critical path start-end classification	input port to output port	
layout	layout clock buffer count	0	
critical_path	Critical Path Start Type	input port	
placement	Port Buffers	25	
final_timing	actual slew at the worst max-slew pin	0.233	ns
status	run status	finished, final reports clean	
global_routing	grt total ovfl	0	
-- report_power, final --
group | switching, mW | total, mW | internal, mW
logic | 0.0540 | 0.131 | 0.0772
clock network | 0 | 0 | 0
registers | 0 | 0 | 0
-- worst max-delay path by stage --
stage,from,endpoint,slack [ns]
CTS,state[2],MX_A[2],0.06
global route,state[3],MX_A[1],0.03
finish,state[3],ready,0.10
-- stage by stage --
stage / cells / worst slack (ns)
6_report: 160 / 0.103
3_5_place_dp: 155 / -0.164
2_1_floorplan: 70 / 0.866
3_3_place_gp: 155 / -0.151
4_1_cts: 160 / 0.0580
5_1_grt: 160 / 0.0304
-- worst max-delay path: stages --
cell	delay (ns)
dlygate4sd2_1	0.28
buf_4	0.18
or3_1	0.33
nor3_1	0.18
clkdlybuf4s50_1	0.49
-- logic make-up (layout without fill, tap and decap cells) --
kind of cell,Yosys count,in the layout,share of synthesized area [%]
compound gates,16,16,25.2
xor+xnor,2,2,3.71
fa+ha+maj,1,1,2.39
buf+inv,10,54,14.6
mux,5,5,11.9
simple gates,36,36,42.2
-- final cells by class --
type	instances	share of cell area, %
well taps	46	6.13
multi-input cells	60	45.7
repair buffers	52	47.4
inverters	2	0.799
-- per-layer routing --
| metal | GRT usage (%) | vias up | share of wire, % |
|---|---|---|---|
| met3 | 1.70 | 0 | 8.5 |
| met1 | 8.04 | 295 | 48 |
| met5 | 0 | - | 0 |
| met4 | 0 | 0 | 0 |
| met2 | 8.75 | 18 | 44 |
| li1 | - | 344 | - |
-- repair_timing --
item,4_1_cts,5_1_grt
gates resized,16,2
pin swaps,2,0
setup endpoints to repair,16,2
endpoints found under the hold margin,0,0
buffers inserted,3,0
gates cloned,2,0
-- cell usage after synthesis --
| cell type | n | area (um2) |
|---|---|---|
| nand2b_1 | 9 | 56.3 |
| nor3_1 | 6 | 30.0 |
| a21oi_1 | 5 | 25.0 |
| nand2_1 | 5 | 18.8 |
| buf_2 | 4 | 20.0 |
| nor2_1 | 4 | 15.0 |
| or3_1 | 4 | 25.0 |
| buf_6 | 3 | 33.8 |
| mux2i_1 | 3 | 30.0 |
| nor2b_1 | 3 | 18.8 |
| o22ai_1 | 3 | 18.8 |
| a32o_1 | 2 | 20.0 |
| inv_2 | 2 | 7.51 |
| nand3_1 | 2 | 10.0 |
| o21ai_1 | 2 | 10.0 |
| xnor2_1 | 2 | 17.5 |
| a311o_1 | 1 | 10.0 |
| and3b_1 | 1 | 8.76 |
| and4b_1 | 1 | 10.0 |
| buf_4 | 1 | 7.51 |
| maj3_2 | 1 | 11.3 |
| mux2_2 | 1 | 11.3 |
| mux2_4 | 1 | 15.0 |
| nor4_1 | 1 | 6.26 |
| o211ai_2 | 1 | 12.5 |
| o31ai_2 | 1 | 12.5 |
| o32a_1 | 1 | 10.0 |
Power and IR drop assume default switching activity.
