`./config.mk`:
```
export PLATFORM = sky130hd
export DESIGN_NAME = FSM
export DESIGN_NICKNAME = FSM
export VERILOG_FILES = /design/flow/design.v
export SDC_FILE = /design/flow/constraint.sdc
export NUM_CORES = 4
export LEC_CHECK = 1
export CORE_AREA = 10 10 70 70
export DIE_AREA = 0 0 80 80
export SYNTH_HDL_FRONTEND = slang
```
`./constraint.sdc`:
```
current_design FSM

set clk_period 2.5
set clk_io_pct 0.2

create_clock -name clk0 -period $clk_period [get_ports {clk}]

set non_clock_inputs [all_inputs -no_clocks]
set_input_delay [expr $clk_period * $clk_io_pct] -clock clk0 $non_clock_inputs
set_output_delay [expr $clk_period * $clk_io_pct] -clock clk0 [all_outputs]
```
`./design.v`:
```
module FSM (clk, flag_z1, flag_s1, load, reset, scan_en, scan_state,  state
);
	parameter IDLE = 5'b00000;
	parameter INIT1 = 5'b00001;
	parameter INIT2 = 5'b00010;
	parameter INIT3 = 5'b00011;
	parameter INIT4 = 5'b00100;
	parameter CHECK1 = 5'b00101;
	parameter CHECK2 = 5'b00110;
	parameter CHECK3 = 5'b00111;		
	parameter CHECK4 = 5'b01000;		
	parameter CHECK5 = 5'b01001;		
	parameter CHECK6 = 5'b01010;
	parameter CHECK7 = 5'b01011;
	parameter CHECK8 = 5'b01100;
	parameter EXCHANGE1 = 5'b01101;		
	parameter EXCHANGE2 = 5'b01110;		
	parameter EXCHANGE3 = 5'b01111;
	parameter PRELOOP1 = 5'b10000;		
	parameter PRELOOP2 = 5'b10001;
	parameter LOOP1 = 5'b10010;
	parameter LOOP2 = 5'b10011;
    parameter LOOP3 = 5'b10100;
    parameter LOOP4 = 5'b10101;
    parameter LOOP5 = 5'b10110;
    parameter LOOP6 = 5'b10111;
    parameter LOOP7 = 5'b11000;
    parameter LOOP8 = 5'b11001;
    parameter LOOP9 = 5'b11010;
    parameter LOOP10 = 5'b11011;
    parameter LOOP11 = 5'b11100;
    parameter END1 = 5'b11101;
    parameter END2 = 5'b11110;
	input clk;
	input reset;
	input load;
    input flag_z1;
	input flag_s1;
	input scan_en;
	input [4:0] scan_state;
	output [4:0] state;
	reg [4:0] state;
	reg [4:0] next_state;
	always @(posedge clk or posedge reset)
		if(reset) begin
			state <= IDLE;
		end
		else if(scan_en) begin
			state <= scan_state;
		end
		else begin
			state <= next_state;
		end
	always @(state or load or flag_s1 or flag_z1)
		case(state)
			IDLE: 	if(load) begin
						next_state = INIT1;
					end
					else begin
						next_state = IDLE;
					end
			INIT1:	next_state = INIT2;
			INIT2: 	next_state = INIT3;
			INIT3:	next_state = INIT4;
			INIT4:	if(flag_s1) begin
						next_state = IDLE;
					end
					else begin
						next_state = CHECK1;
					end
			CHECK1:	next_state = CHECK2;
			CHECK2:	if(flag_s1) begin
						next_state = IDLE;
					end
					else begin
						next_state = CHECK3;
					end
			CHECK3:	next_state = CHECK4;
			CHECK4:	if(flag_z1) begin
						next_state = END2;
					end
					else begin
						next_state = CHECK5;
					end
			CHECK5:next_state = CHECK6;
			CHECK6:if(flag_z1) begin
						next_state = END2;
					end
					else begin
						next_state = CHECK7;
					end
			CHECK7:next_state = CHECK8;
			CHECK8:if(flag_s1) begin
						next_state = EXCHANGE1;
					end
					else begin
						next_state = PRELOOP1;
					end
            EXCHANGE1:next_state = EXCHANGE2;
            EXCHANGE2:next_state = EXCHANGE3;
            EXCHANGE3:next_state = PRELOOP1;
            PRELOOP1:next_state = PRELOOP2;
            PRELOOP2:next_state = LOOP1;
            LOOP1:next_state = LOOP2;
            LOOP2:next_state = LOOP3;
            LOOP3:next_state = LOOP4;
            LOOP4:next_state = LOOP5;
            LOOP5:next_state = LOOP6;
			LOOP6:if(flag_z1) begin
						next_state = LOOP7;
					end
					else begin
						next_state = LOOP1;
					end
            LOOP7: next_state = LOOP8;
            LOOP8: next_state = LOOP9;
            LOOP9: next_state = LOOP10;
            LOOP10: next_state = LOOP11;
            LOOP11: if(flag_z1) begin
						next_state = END1;
					end
					else begin
						next_state = LOOP1;
					end
            END1: next_state = IDLE;
            END2: next_state = IDLE;
			default: begin 
					next_state = IDLE;
					end
		endcase
endmodule
```
`./run.sh`:
```
#!/bin/bash
# OpenROAD 26Q1-2900-gdf79404cd8, Yosys 0.63+post, stock flow scripts
make -C /OpenROAD-flow-scripts/flow DESIGN_CONFIG=/design/flow/config.mk WORK_HOME=/design/flow/orfs finish
```
==> impl_metrics.py <==
# Flow results
metrics = {
    "run_status": {
        "outcome": "finished, final reports clean",
    },
    "sta": {
        "min_period_ns": 2.037,
        "finalSetupTns_ns": 0,
        "worst_pin_slew_ns": 0.5971,
        "rsz0062_at_grt": "false",
        "hold_violations": 0,
        "slew_viol_final": 0,
        "hold_ws_ns": 0.4640,
        "finalCritPeriodShare_pct": 81.46,
        "maxSlewHeadroom_pct": 60.19,
        "skew_ns": 0.003591,
        "finalSetupViolations": 0,
        "max_freq_mhz": 491.0,
    },
    "setup_path": {
        "required_ns": 2.00,
        "crit_path_max_fanout": 20,
        "slowest_stage": "dfrtp_1",
        "startpoint_type": "flip-flop",
        "crit_start": "state[4]",
        "rrSetupSlack_ns": 0.78,
        "crit_path_end_kind": "output pin",
        "r2r-start": "state[3]",
        "critPathTopFamily": "flip-flops",
        "rr_worst_depth": 5,
        "cpPeakStageDelay_ns": 0.71,
        "r2r-end": "state[2]",
        "critPathKind": "reg -> out",
        "crit_buf_inv": 1,
        "cp.depth": 1,
        "crit_chain": "clkdlybuf4s50_1",
        "cp.arrival_ns": 1.54,
    },
    "synth": {
        "ff_type": "dfrtp_1",
        "edf_count": 0,
        "synthArstFlopShare_pct": 100.0,
        "yosys_cells": 75,
        "yosys.stat.seqShare_pct": 20.08,
        "avgSynthCellArea_um2": 8.308,
        "ys_warn_count": 0,
        "ys.flops": 5,
        "synth_cells": 75,
        "ys_types": 37,
        "ys_chip_area_um2": 623.1,
        "syn_area_um2": 623.1,
    },
    "power_and_ir_drop": {
        "ir_worst_vdd_mv": 0.2480,
        "total_power_uw": 614.2,
        "leakage_nw": 0.2826,
        "power.share.clock_pct": 14.8,
        "power_frac_seq_pct": 34.6,
        "power.share.switching_pct": 43.28,
        "power_switching_uw": 265.8,
        "p_int_uw": 348.4,
        "power_density_mw_per_mm2": 806.0,
        "combPwrFrac_pct": 50.6,
    },
    "place": {
        "place_inst": 129,
        "gp_congestion": 0.8101,
        "dp_hpwl_um": 1206,
        "portBuffers": 15,
    },
    "clocking": {
        "clkLatencyLatePin_ns": 0.24,
        "cts_sinks": 5,
        "clkTransAtPathRegs_ns": 0.04,
        "postCtsHoldBufs": 0,
        "ctsRootBufferMaster": "clkbuf_4",
        "cts_tree": "built",
        "cts.htree.levels": 1,
        "clockBufferDepth": 2,
        "cts.repair.resized": 0,
        "post_cts_buffers": 0,
        "numCtsBuffers": 3,
    },
    "route": {
        "antenna_cells": 0,
        "wl_per_cell_um": 11.92,
        "antenna_left": 0,
        "drtIter0Drc": 24,
        "vias": 593,
        "totalWireLength_um": 1585,
        "dr.pass1.iters": 4,
        "drcViolationCount": 0,
        "via_per_inst": 4.459,
    },
    "floorplan": {
        "fp.coreArea_mm2": 0.003416,
        "ioPinCount": 16,
        "dieArea_mm2": 0.006400,
        "floorplan.core_util_pct": 18.24,
        "placementRows": 21,
        "die_h_um": 80,
        "dieWidth_um": 80,
    },
    "global_routing": {
        "grt_max_degree": 21,
        "overflow": 0,
        "grt_pass1_vias": 529,
        "antenna_found_initial": 0,
        "grt_pass1_wl_um": 2435,
        "grt.total_usage_pct": 4.535,
    },
    "run": {
        "drv_cap": 0,
        "warnings": 25,
    },
    "cells_and_area": {
        "nFillCells": 391,
        "regArea_um2": 125.1,
        "top_register": "state",
        "layoutNonFillerInstCount": 133,
        "reg_top3": "state x5",
        "area_delta_synth_final_pct": 22.29,
        "drive_above_1_share_pct": 10.34,
        "layout_top_cell": "clkdlybuf4s50_1",
        "largest_register_ffs": 5,
        "comb_area_um2": 387.9,
        "mostFrequentLayoutCells": "clkdlybuf4s50_1 (15), a21oi_1 (8), nor2_1 (7)",
    },
    "worst_hold_path": {
        "hold_path_class": "in -> async",
    },
}
==> metrics by stage <==
stage / setup slack [ns] / instance area [um^2] / utilization (%)
6_report: 0.4635 / 762.0 / 22.31
5_1_grt: 0.3863 / 762.0 / 22.31
4_1_cts: 0.4571 / 762.0 / 22.31
3_5_place_dp: 0.5267 / 735.7 / 21.54
3_3_place_gp: 0.5433 / 735.7 / 21.54
2_1_floorplan: 1.140 / 623.1 / -
==> cell usage after synthesis, types with 2 or more instances <==
cell,number,area [um^2]
nor2_1,7,26.28
mux2i_1,3,30.03
inv_1,3,11.26
nor3_1,2,10.01
a21oi_1,8,40.04
buf_6,6,67.56
nand2b_1,3,18.77
o21ai_1,3,15.01
nand2_1,6,22.52
o22ai_1,2,12.51
dfrtp_1,5,125.1
a211oi_1,2,15.01
==> worst max path at each step <==
stage | end | slack, ns
6_report | state[4] | 0.46
5_1_grt | state[4] | 0.39
4_1_cts | state[4] | 0.46
==> cells by family after synthesis <==
kind of cell              share of synthesized area [%]
AOI/OAI and AO/OA                                 28.92
DFF                                               20.08
buffers and inverters                             17.67
and+or+nand+nor                                   27.11
xor gates and xnor gates                          1.406
muxes                                             4.819
==> metal layers <==
metal	GRT usage (%)	share of wire, %
met1	5.787	44
met2	7.464	50
met3	0.9091	4.3
met4	1.408	1.7
met5	0	0
==> power groups by stage <==
stage                 Clock (mW)  Sequential [mW]  Combinational, mW
after global routing       0.104            0.223              0.339
after CTS                 0.0947            0.210              0.311
final                     0.0911            0.212              0.311
==> area by class of cell <==
| type | count | area share, % |
|---|---|---|
| multi-input cells | 59 | 50.90 |
| well taps | 46 | 7.553 |
| flip-flops and latches | 5 | 16.42 |
| inverters | 4 | 1.970 |
| clock buffers | 4 | 3.448 |
| repair buffers | 15 | 19.70 |
Power figures rest on the tool's default switching activity, not on a simulated workload.
